===== flow/config.mk =====
export PLATFORM = sky130hd
export DESIGN_NAME = MSB_3
export DESIGN_NICKNAME = MSB_3
export VERILOG_FILES = /design/flow/design.v
export SDC_FILE = /design/flow/constraint.sdc
export NUM_CORES = 4
export LEC_CHECK = 1
export CORE_AREA = 10 10 70 70
export DIE_AREA = 0 0 80 80

===== flow/constraint.sdc =====
current_design MSB_3

set clk_period 6.0
set clk_io_pct 0.2

create_clock -name clk0 -period $clk_period

set non_clock_inputs [all_inputs -no_clocks]
set_input_delay [expr $clk_period * $clk_io_pct] -clock clk0 $non_clock_inputs
set_output_delay [expr $clk_period * $clk_io_pct] -clock clk0 [all_outputs]

===== flow/design.v =====
`timescale 1ns / 1ps
module MSB_3(
    input   wire [7:0] in    ,
    output  wire [2:0] pos1  ,
    output  wire       valid , 
    output  wire [2:0] pos2  ,
    output  wire       valid1,     
    output  wire [2:0] pos3  ,
    output  wire       valid2    
);
    Pe8x3 One(
        .in   (in   )  ,
        .out  (pos1 )  ,
        .valid(valid)    
    );
    wire [7:0] out1,out2,out3,out4,out5;
    decoder3x8 Two(
        .in   (pos1 ),
        .en   (valid),
        .out  (out1 )
    );
    assign out2 = out1 ^ in;
    Pe8x3 Three(
        .in   (out2  )  ,
        .out  (pos2  )  ,
        .valid(valid1)    
    );
    decoder3x8 Four(
        .in   (pos2  ),
        .en   (valid1),
        .out  (out3  )
    );
    assign out4 = out3 ^ out2;
    Pe8x3 Five(
        .in   (out4  )  ,
        .out  (pos3  )  ,
        .valid(valid2)    
    );
    decoder3x8 Six(
        .in   (pos3  ),
        .en   (valid2),
        .out  (out5  )
    );
endmodule
`timescale 1ns / 1ps
module Pe8x3(
    input  wire [7:0] in ,
    output reg  [2:0] out,
    output reg  valid    
);
    always@* begin
        if(in[7]) begin
            out   = 3'd7;
            valid = 1'b1;
        end else if(in[6]) begin
            out   = 3'd6;
            valid = 1'b1;
        end else if(in[5]) begin
            out   = 3'd5;
            valid = 1'b1;
        end else if(in[4]) begin
            out   = 3'd4;
            valid = 1'b1;
        end else if(in[3]) begin
            out   = 3'd3;
            valid = 1'b1;
        end else if(in[2]) begin
            out   = 3'd2;
            valid = 1'b1;
        end else if(in[1]) begin
            out   = 3'd1;
            valid = 1'b1;
        end else if(in[0]) begin
            out   = 3'd0;
            valid = 1'b1;
        end else begin
            out   = 3'd0;
            valid = 1'b0;
        end
    end
endmodule
`timescale 1ns / 1ps
module decoder3x8(
    input  wire [2:0] in,
    input  wire en,
    output reg  [7:0] out
);
    always@* begin
        if(en) begin
            case(in)
                3'b000  :   out = 8'b0000_0001;
                3'b001  :   out = 8'b0000_0010;
                3'b010  :   out = 8'b0000_0100;
                3'b011  :   out = 8'b0000_1000;
                3'b100  :   out = 8'b0001_0000;
                3'b101  :   out = 8'b0010_0000;
                3'b110  :   out = 8'b0100_0000;
                3'b111  :   out = 8'b1000_0000;
                default :   out = 8'bxxxx_xxxx;
            endcase
        end else begin
            out = 8'd0;
        end
    end
endmodule

===== flow/run.sh =====
#!/bin/bash
# OpenROAD 26Q1-2900-gdf79404cd8, Yosys 0.63+post, stock flow scripts
make -C /OpenROAD-flow-scripts/flow DESIGN_CONFIG=/design/flow/config.mk WORK_HOME=/design/flow/orfs finish

==> reports/metrics.cfg <==
[min_path]
hold_path_class = in2out

[critical_path]
cp_slowest_stage_delay_ns = 0.76
worst-setup-path-type = in2out
cp_max_fanout = 18
critical-path-top-cell-by-count = sky130_fd_sc_hd__clkdlybuf4s50_1
worst_setup_ep_type = output port
worst_path_max_delay_cell = sky130_fd_sc_hd__clkdlybuf4s50_1
cp.buffers_inverters = 3
setup.worst_path.start_class = primary input
arrival_ns = 3.78
cp_top_family = buffers and inverters
cp_data_required_time_ns = 4.80
path_cells = clkdlybuf4s50_1 > nor4_1 > inv_1 > o211ai_1 > o311a_1 > o2111a_1 > a311o_1 > clkdlybuf4s50_1

[global_routing]
first_pass_grt_wire_length_um = 2635
number_of_antenna_violations_at_the_first_check_in_global_routing = 0
grt_use_total_pct = 4.803
number_of_global_route_vias_before_repair = 482
grt_start_max_net_pins = 19
total_grt_overflow = 0

[die]
fp.dieArea_sq_um = 6400
rows = 21
die_h_um = 80
core-area_sq_um = 3416
chipWidth_um = 80
io-pin-count = 20
initCoreUtil_pct = 13.55

[route]
maxUsedRoutingLayer = met3
met2_wirelength_um = 662
avgViaCountPerCell = 4.383
detailed_routing_wirelength_on_met1_um = 809
detailroute.via_count = 583
final_routed_wirelength_um = 1591
antenna_left = 0
drcViolationCount = 0
first_pass_iters = 4
dr_wl_met3_um = 120
route.antenna.diode_count = 0
post_drt_wl_per_cell_um = 11.96
drt-initial-drc-count = 25

[yosys]
netlist.area_leader.share_pct = 8.649
syn-instance-count = 74
yosys_cells = 74
synth_cell_types = 33
yosysWarnings = 2
mappedNetlistArea_sq_um = 462.9
ys_chip_area_sq_um = 462.9
synth.largest_area_cell = sky130_fd_sc_hd__maj3_1
postSynthAreaPerCell_sq_um = 6.256
yosys.stat.seqShare_pct = 0
synthTopCellsByArea = sky130_fd_sc_hd__maj3_1 8.6%, sky130_fd_sc_hd__nor2_1 8.1%, sky130_fd_sc_hd__a21oi_1 7.6%, sky130_fd_sc_hd__nand2_1 5.7%, sky130_fd_sc_hd__xor2_1 5.7%

[sta]
rsz0062_at_grt = no
finalHoldWorstSlack_ns = 3.495
min_period_ns = 4.977
max-slew-margin-rel_pct = 53.66
slew_violations = 0
max_freq_ghz = 0.2009
final.period_utilization_pct = 82.96
worst_pin_slew_ns = 0.6929
setup_violations = 0
final_hold_viol_count = 0
fin_tns_setup_ns = 0

[power_and_ir_drop]
lkg_pwr_nw = 0.2273
power_density_nw_per_um2 = 68.26
fin_total_pwr_mw = 0.04655
maximum_vdd_drop_mv = 0.01891

[run]
warnings = 32
max_cap_violations = 0

[layout]
n_fill_cell = 397
final_cell_mix = 20 x sky130_fd_sc_hd__clkdlybuf4s50_1, 10 x sky130_fd_sc_hd__nor2_1, 7 x sky130_fd_sc_hd__a21oi_1, 7 x sky130_fd_sc_hd__nand2_1, 5 x sky130_fd_sc_hd__o21ai_0
numSequentialCells = 0
layout.cells.most_common = sky130_fd_sc_hd__clkdlybuf4s50_1
final.clkbuf_count = 0
fraction_of_final_layout_cells_with_drive_strength_greater_than_1_pct = 2.299
finalInstanceArea_sq_um = 681.9
fin_cells = 133
final-seq-area_sq_um = 0
area.growth.synth_to_final_pct = 47.30

[placement]
dp.cells = 133
port-buffer-count = 20
dpl-instance-area_sq_um = 681.9
place_hpwl_um = 1223
routability_congestion_estimate_from_global_placement = 0.8283

[clock_network]
cts.repair_timing.setup_buffer_count = 0
cts_resized = 0
cts_hold_buffers = 0

[status]
result_of_the_run = completed

logic make-up after synthesis:
logic type               share of synthesized area [%]
buffers and inverters                            10.81
adder cells (fa/ha/maj)                          8.649
XOR/XNOR                                         5.677
multiplexers                                     2.162
AND/OR/NAND/NOR                                  34.87
AND-OR/OR-AND                                    37.84
path summary, 6_finish.rpt:
| check | cells after the start | startpoint | slack [ns] | endpoint |
|---|---|---|---|---|
| setup / recovery | 8 | in[7] | 1.02 | pos3[0] |
| hold / removal | 4 | in[0] | 3.50 | valid1 |
metal layers:
layer,global-route usage (%),vias to the layer above
li1,-,300
met1,7.910,262
met2,6.581,21
met3,0.6818,0
met4,0,0
met5,0,-
through the flow:
| stage | utilization [%] | setup WS (ns) |
|---|---|---|
| finish | 19.96 | 1.023 |
| global route | 19.96 | 0.7226 |
| CTS | 19.96 | 1.021 |
| detailed placement | 19.96 | 1.040 |
| global placement | 19.96 | 1.069 |
| floorplan | - | 2.385 |
tightest hold or removal path: stages:
cell	delay (ns)
sky130_fd_sc_hd__clkdlybuf4s50_1	0.48
sky130_fd_sc_hd__nor2_1	0.13
sky130_fd_sc_hd__o21bai_1	0.08
sky130_fd_sc_hd__clkdlybuf4s50_1	0.41
power breakdown:
part / switching (mW) / total, mW / internal, mW
registers: 0 / 0 / 0
logic: 0.0217 / 0.0465 / 0.0249
clock network: 0 / 0 / 0
Yosys cell counts (2+ instances only):
library cell               instances
sky130_fd_sc_hd__nand2_1           7
sky130_fd_sc_hd__nor2_1           10
sky130_fd_sc_hd__maj3_1            4
sky130_fd_sc_hd__a21oi_1           7
sky130_fd_sc_hd__o21bai_1          2
sky130_fd_sc_hd__nor2b_1           2
sky130_fd_sc_hd__a211oi_1          2
sky130_fd_sc_hd__o21ai_0           5
sky130_fd_sc_hd__o211ai_1          2
sky130_fd_sc_hd__inv_1             3
sky130_fd_sc_hd__buf_2             4
sky130_fd_sc_hd__nand3_1           2
sky130_fd_sc_hd__xor2_1            3
sky130_fd_sc_hd__clkbuf_1          2
area by class of cell:
type / count / area [sq um] / share of cell area, %
Tap cell: 46 / 57.56 / 8.440
Inverter: 3 / 11.26 / 1.651
Timing Repair Buffer: 20 / 200.2 / 29.36
Multi-Input combinational cell: 64 / 412.9 / 60.55
Power and IR drop assume default switching activity.
