## /design/flow/design.v

```verilog
`timescale 1ns / 1ps
module Equation(
    input  wire [1:0] x,
    input  wire [3:0] y,
    output wire [4:0] z
    );
    wire [3:0] xsq;
    wire s0,t0;
    wire s1,t1;
    ha One(
       .a  (x[1]),
       .b  (x[0]),
       .sum (s0),
       .carry(t0) 
       );
    ha Two1(
       .a  (t0 ),
       .b  (t0 ),
       .sum (s1 ),
       .carry(t1 ) 
       );
    ha Two(
       .a  (x[1]),
       .b  (t1 ),
       .sum (s2 ),
       .carry(t2 ) 
       );
 assign xsq = {t2,s2,s1,x[0]};
    wire [3:0] twox ;
    assign twox = {1'b0,x[1],x[0],1'b0};
    wire [4:0] rca_out1;
    RCA Three(
        .a(xsq),
        .b(twox),
        .sum(rca_out1[3:0]),
        .carry(rca_out1[4]) 
    ); 
    RCA Four(
            .a(rca_out1[3:0]),
            .b(y),
            .sum(z[3:0]),
            .carry(z[4]) 
        ); 
endmodule
`timescale 1ns / 1ps
module RCA(
    input  wire [3:0] a,b,
    output wire [3:0] sum,
    output wire carry 
);
    wire [2:0]c;
    ha ha_0( 
        .a    (a[0]  ),
        .b    (b[0]  ),
        .sum  (sum[0]),
        .carry(c[0]  )
    );
    fa fa_1(
        .a    (a[1]  ),
        .b    (b[1]  ),
        .c    (c[0]  ),
        .sum  (sum[1]),
        .carry(c[1]  )
    );
    fa fa_2(
        .a    (a[2]  ),
        .b    (b[2]  ),
        .c    (c[1]  ),
        .sum  (sum[2]),
        .carry(c[2]  )
    );
   fa fa_3(
        .a    (a[3]  ),
        .b    (b[3]  ),
        .c    (c[2]  ),
        .sum  (sum[3]),
        .carry(carry )
    );
endmodule
`timescale 1ns / 1ps
module fa(
    input  wire a,b,c,
    output wire sum,carry
);
    wire sum_1,carry_1,carry_2;
    ha ha1(
        .a    (a      ),
        .b    (b      ),
        .sum  (sum_1  ),
        .carry(carry_1)
);
    ha ha2(
        .a    (sum_1  ),
        .b    (c      ),
        .sum  (sum    ),
        .carry(carry_2)
);
    assign carry = carry_1 | carry_2;
endmodule
`timescale 1ns / 1ps
module ha(
    input  wire a,
    input  wire b,
    output wire sum,
    output wire carry
    );
    assign sum   = a ^ b;
    assign carry = a & b; 
endmodule
```

## /design/flow/run.sh

```bash
#!/bin/bash
# OpenROAD 26Q1-2900-gdf79404cd8, Yosys 0.63+post, stock flow scripts
make -C /OpenROAD-flow-scripts/flow DESIGN_CONFIG=/design/flow/config.mk WORK_HOME=/design/flow/orfs finish
```

## /design/flow/config.mk

```make
export PLATFORM = sky130hd
export DESIGN_NAME = Equation
export DESIGN_NICKNAME = Equation
export VERILOG_FILES = /design/flow/design.v
export SDC_FILE = /design/flow/constraint.sdc
export NUM_CORES = 4
export LEC_CHECK = 1
export CORE_AREA = 10 10 70 70
export DIE_AREA = 0 0 80 80
```

## /design/flow/constraint.sdc

```tcl
current_design Equation

set clk_period 1.6
set clk_io_pct 0.2

create_clock -name clk0 -period $clk_period

set non_clock_inputs [all_inputs -no_clocks]
set_input_delay [expr $clk_period * $clk_io_pct] -clock clk0 $non_clock_inputs
set_output_delay [expr $clk_period * $clk_io_pct] -clock clk0 [all_outputs]
```

==> flow_metrics.py <==
# Flow results
metrics = {
    "final_timing": {
        "whs_ns": 1.096,
        "period_needed_ns": 2.102,
        "finalSetupTns_ns": -1.087,
        "final-max-slew-violation-count": 0,
        "setup_violations": 3,
        "period_used_pct": 131.3,
        "worst_pin_slew_ns": 0.09071,
        "slew_headroom_pct": 93.95,
        "fmax_mhz": 475.8,
        "rsz0062_at_grt": "true",
        "hold_viol_final": 0,
        "layout_setup_ws_ns": -0.5016,
    },
    "placement": {
        "dp_cells": 70,
        "gp_congestion": 0.7209,
        "io_buffers": 11,
    },
    "yosys": {
        "ys_cells": 17,
        "netlist_area_um2": 140.1,
        "postSynthCellCount": 17,
        "synth_area_per_cell_um2": 8.243,
        "synth.distinct_cells": 5,
        "yosys-stat-area_um2": 140.1,
        "yosysWarnings": 2,
        "ys_seq_share_pct": 0,
    },
    "routing": {
        "vias_per_cell": 1.500,
        "antennaDiodeCount": 0,
        "dr.pass1.iters": 2,
        "route.detailed.drc": 0,
        "finalWirelength_um": 443,
        "antenna_left": 0,
        "drt_iter0_markers": 4,
        "via_count": 105,
        "wl_per_cell_um": 6.329,
    },
    "clocking": {
        "cts_setup_buffers": 0,
    },
    "global_routing": {
        "grt_use_total_pct": 1.346,
        "grt_antenna_before_repair": 0,
        "grt_max_degree": 4,
        "grt_pass1_vias": 113,
        "grt_first_pass_wirelength_um": 641,
        "overflow": 0,
    },
    "die": {
        "die-area_um2": 6400,
        "die_x_um": 80,
        "die_h_um": 80,
        "ios": 11,
        "fp_util_pct": 4.103,
        "coreArea_um2": 3416,
        "rows": 21,
    },
    "critical_path": {
        "critPathKind": "in -> out",
        "crit_arrival_ns": 1.78,
        "crit_path_end_kind": "primary output",
        "worstSetupStartpoint": "y[0]",
        "critical_path_required_ns": 1.28,
        "crit_path_end": "z[3]",
        "critPathMaxFanout": 1,
        "start_kind": "input pin",
    },
    "pwr": {
        "p_per_area_nw_per_um2": 241.3,
        "leakagePower_nw": 0.1192,
        "total_power_w": 0.00006824,
        "ir_drop_mv": 0.03218,
    },
    "layout": {
        "ff_count": 0,
        "mostFrequentLayoutCells": "inv_2 (4), inv_1 (3), fa_2 (3)",
        "drive_gt1_share_pct": 66.67,
        "logic_area_um2": 96.34,
        "area_delta_synth_final_pct": 101.8,
        "clockBufferCount": 0,
        "fin_cells": 70,
        "regArea_um2": 0,
        "nFillCells": 414,
        "final_common_cell": "inv_2",
    },
    "min_path": {
        "hold_path_class": "in -> out",
    },
    "run": {
        "drv_cap": 0,
        "warnings": 35,
    },
    "outcome": {
        "violations": "setup timing",
        "status": "complete, but fails checks",
    },
}
metal layers:
metal | track usage, % | part of all wire (%) | up-vias
met3 | 1.477 | 29 | 0
li1 | - | - | 54
met2 | 1.685 | 36 | 8
met4 | 0 | 0 | 0
met5 | 0 | 0 | -
met1 | 1.605 | 35 | 43
worst max-delay path: stages:
cell and delay [ns]:
buf_6 0.08, ha_4 0.12, fa_2 0.19, inv_2 0.04, fa_2 0.38, fa_2 0.52, inv_1 0.03, buf_2 0.11
worst min path at each step:
stage | slack [ns] | endpoint | startpoint | depth (start not counted)
after global routing | 1.12 | z[1] | y[1] | 3
after CTS | 1.15 | z[2] | x[0] | 5
final | 1.10 | z[1] | y[1] | 3
synth_stat cells (all sizes together):
| cell type | count | area [µm²] |
|---|---|---|
| fa | 3 | 60.06 |
| inv | 7 | 26.28 |
| buf | 5 | 37.54 |
| ha | 1 | 12.51 |
| nand2 | 1 | 3.750 |
layout make-up:
cell class / instances / area share (%)
Tap cell: 46 / 20.35
Inverter: 7 / 9.292
Multi-Input combinational cell: 5 / 34.07
Timing Repair Buffer: 12 / 36.28
through the flow:
stage | setup slack (ns) | utilization [%] | area [µm²]
5_1_grt | -0.5662 | 8.278 | 282.8
6_report | -0.5016 | 8.278 | 282.8
3_3_place_gp | -1.237 | 8.645 | 295.3
2_1_floorplan | -0.2944 | - | 157.7
3_5_place_dp | -1.250 | 8.645 | 295.3
4_1_cts | -0.4991 | 8.462 | 289.0
timing repair:
| item | CTS | global route |
|---|---|---|
| gates resized | 27 | 6 |
| cloned | 0 | 0 |
| endpoints found under the setup margin | 5 | 4 |
| hold buffers | 0 | 0 |
| pin swaps | 5 | 4 |
| hold endpoints to repair | 0 | 0 |
cells by family after synthesis:
family        after synthesis  synth area share, %
buf+inv                    12                45.54
fa+ha+maj                   4                51.79
simple gates                1                2.676
where the power goes:
group | leakage [nW] | internal (W) | switching, W | total, W
clock | 0 | 0 | 0 | 0
sequential | 0 | 0 | 0 | 0
combinational | 0.119 | 0.0000426 | 0.0000257 | 0.0000682
Power is estimated from default activity; no workload was simulated.
