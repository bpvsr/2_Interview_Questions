File: run.sh
#!/bin/bash
# OpenROAD 26Q1-2900-gdf79404cd8, Yosys 0.63+post, stock flow scripts
make -C /OpenROAD-flow-scripts/flow DESIGN_CONFIG=/design/flow/config.mk WORK_HOME=/design/flow/orfs finish
File: config.mk
export PLATFORM = sky130hd
export DESIGN_NAME = FSM_3
export DESIGN_NICKNAME = FSM_3
export VERILOG_FILES = /design/flow/design.v
export SDC_FILE = /design/flow/constraint.sdc
export NUM_CORES = 4
export LEC_CHECK = 1
export CORE_AREA = 10 10 70 70
export DIE_AREA = 0 0 80 80
File: constraint.sdc
current_design FSM_3

set clk_period 1.8
set clk_io_pct 0.2

create_clock -name clk0 -period $clk_period [get_ports {clk}]

set non_clock_inputs [all_inputs -no_clocks]
set_input_delay [expr $clk_period * $clk_io_pct] -clock clk0 $non_clock_inputs
set_output_delay [expr $clk_period * $clk_io_pct] -clock clk0 [all_outputs]
File: design.v
`timescale 1ns / 1ps
module FSM_3(
    input  wire clk ,
    input  wire rstn,
    input  wire in  ,
    output wire out
    );
    reg [3:0] state,next_state;
    parameter S0 = 4'b0000;
    parameter S1 = 4'b0001;
    parameter S2 = 4'b0010;
    parameter S3 = 4'b0011;
    parameter S4 = 4'b0100;
    parameter S5 = 4'b0101;
    parameter S6 = 4'b0110;
    parameter S7 = 4'b0111;
    parameter S8 = 4'b1000;
    always@(posedge clk or negedge rstn) begin
        if(!rstn) begin
            state <= S0;
        end else begin
            state <= next_state;
        end
    end
    always@(*) begin
        case(state)
            S0  : begin
                      if(in) begin
                          next_state = S1;
                      end else begin
                          next_state = S2;
                      end
            end
            S1  : begin
                      if(in) begin
                          next_state = S3;
                      end else begin
                          next_state = S0;
                      end
            end
            S2  : begin
                      if(in) begin
                          next_state = S6;
                      end else begin
                          next_state = S2;
                      end
            end
            S3  : begin
                      if(in) begin
                          next_state = S3;
                      end else begin
                          next_state = S4;
                      end
            end                           
            S4  : begin
                      if(in) begin
                          next_state = S6;
                      end else begin
                          next_state = S5;
                      end
            end                     
            S5  : begin
                      if(in) begin
                          next_state = S6;
                      end else begin
                          next_state = S2;
                      end
            end            
            S6  : begin
                      if(in) begin
                          next_state = S3;
                      end else begin
                          next_state = S7;
                      end
            end            
            S7  : begin
                      if(in) begin
                          next_state = S8;
                      end else begin
                          next_state = S2;
                      end
            end            
            S8  : begin
                      if(in) begin
                          next_state = S3;
                      end else begin
                          next_state = S7;
                      end
            end  
     default   : begin
                    next_state = S0;
            end                      
        endcase
    end
    wire out1,out2,out3;
    assign out1 = (state == S8) && (in == 1'b1); 
    assign out2 = (state == S5) && (in == 1'b1); 
    assign out3 = (state == S5) && (in == 1'b0); 
    assign out = out1 | out2 | out3;
endmodule
==> impl_metrics.env <==
# implementation run metrics
export IMPL_cts_tree="done"
export IMPL_fin_cells=76
export IMPL_antenna_found_initial=0
export IMPL_finalHoldViolations=0
export IMPL_cts_buffers=3
export IMPL_grt_ovfl_total=0
export IMPL_ios=4
export IMPL_final_cell_mix="dfrtp_1 (8), nor2b_1 (3), clkbuf_4 (3)"
export IMPL_syn_area_um2=328
export IMPL_slew_violations=0
export IMPL_start_kind="flip-flop"
export IMPL_relSlewSlack_pct=74.4
export IMPL_required_ns=1.44
export IMPL_clk_latency_ns=0.26
export IMPL_drc=0
export IMPL_grt_max_degree=10
export IMPL_core_area_um2=3420
export IMPL_synthToLayoutAreaGrowth_pct=33.2
export IMPL_wl_per_cell_um=7.58
export IMPL_rsz0062_at_grt="no"
export IMPL_p_leak_nw=0.192
export IMPL_die_w_um=80
export IMPL_io_buffers=3
export IMPL_wl_um=576
export IMPL_ys_flops=9
export IMPL_final_period_utilization_pct=92.2
export IMPL_arrival_ns=1.30
export IMPL_num_vias=200
export IMPL_status="completed"
export IMPL_final_util_pct=12.8
export IMPL_clock_fmax_mhz=603
export IMPL_layout_drive_gt1_share_pct=23.3
export IMPL_yosys_cells=23
export IMPL_fp_util_pct=9.60
export IMPL_power_density_nw_per_um2=922
export IMPL_die_area_um2=6400
export IMPL_peakVddDrop_mv=0.405
export IMPL_cts_sinks=9
export IMPL_gp_congestion=0.785
export IMPL_cts_hold_buf=0
export IMPL_first_iter_violations=3
export IMPL_warnings=25
export IMPL_reg2reg_slack_ns=0.85
export IMPL_critPathKind="reg2out"
export IMPL_htreeDepth=1
export IMPL_largest_register_ff_count=9
export IMPL_ant_nets=0
export IMPL_r2r_cells=3
export IMPL_tightest_slew_ns=0.383
export IMPL_cpPeakStageDelay_ns=0.43
export IMPL_drv_cap=0
export IMPL_syn_avg_cell_area_um2=14.3
export IMPL_fin_skew_ns=0.000885
export IMPL_grt_pass1_vias=224
export IMPL_ctsRootBufferMaster="clkbuf_4"
export IMPL_critPathCaptureType="primary output"
export IMPL_cp_cell_sequence="a21o_1, clkdlybuf4s50_1"
export IMPL_hp_class="in2async"
export IMPL_clkTransAtPathRegs_ns=0.06
export IMPL_layout_top_cell="dfrtp_1"
export IMPL_dp_cells=72
export IMPL_cts_buffer_depth=2
export IMPL_via_per_inst=2.63
export IMPL_postSynthSeqShare_pct=69.1
export IMPL_cp_max_fo=5
export IMPL_grt_pass1_wl_um=1050
export IMPL_largestRegisters="state x9"
export IMPL_finalCriticalPeriod_ns=1.66
export IMPL_die_y_um=80
export IMPL_num_antenna_cells=0
export IMPL_crit_slowest_cell="dfrtp_1"
export IMPL_ys_chip_area_um2=328
export IMPL_num_rows=21
export IMPL_synthDistinctLibCells=12
export IMPL_syn_inst=23
export IMPL_yosysWarningCount=1
export IMPL_regMostFlops="state"
export IMPL_grtUsageTotal_pct=2.15
export IMPL_drtPass1Iterations=2
export IMPL_setup_violations=0
==> cells in the mapped netlist <==
| library cell | n | area, um2 |
|---|---|---|
| nor4_1 | 1 | 6.26 |
| o31a_1 | 2 | 17.5 |
| nor3_1 | 1 | 5.00 |
| nor2_2 | 1 | 6.26 |
| dfstp_2 | 1 | 26.3 |
| nor2_1 | 1 | 3.75 |
| nor2b_1 | 3 | 18.8 |
| buf_6 | 1 | 11.3 |
| and2_1 | 2 | 12.5 |
| dfrtp_1 | 8 | 200 |
| a21o_1 | 1 | 7.51 |
| nor4_2 | 1 | 12.5 |
==> cell type report <==
cell class	count	area, um2
timing repair buffer	4	36.3
tap	46	57.6
sequential	9	226
multi-input combinational	13	90.1
fill	398	2980
clock buffer	4	26.3
==> where the power goes <==
| group | internal, mW | total [mW] | leakage, nW | switching [mW] |
|---|---|---|---|---|
| Combinational | 0.0163 | 0.0307 | 0.0555 | 0.0144 |
| Sequential | 0.213 | 0.221 | 0.121 | 0.00753 |
| Clock | 0.0851 | 0.151 | 0.0150 | 0.0659 |
==> path summary, 6_finish.rpt <==
check,start,endpoint
worst max register to register,state[1]$_DFF_PN0_,state[7]$_DFF_PN0_
max in group asynchronous,rstn,state[0]$_DFF_PN1_
worst min register to register,state[2]$_DFF_PN0_,state[4]$_DFF_PN0_
worst max-delay path,state[6]$_DFF_PN0_,out
min in group clk0,state[2]$_DFF_PN0_,state[4]$_DFF_PN0_
worst min-delay path,rstn,state[1]$_DFF_PN0_
==> timing repair <==
action                     4_1_cts  5_1_grt
setup endpoints to repair        1        0
resized                          1        0
buffers inserted                 0        0
==> critical path: cells and delay by family (launching register included) <==
family                 cells  cell delay (ns)
buffers and inverters      1             0.42
flip-flops                 1             0.43
AND-OR/OR-AND              1             0.19
==> stage by stage <==
stage | cell area (um2) | setup slack [ns] | setup TNS [ns] | hold WS (ns) | total power, mW
finish | 437 | 0.141 | 0 | 0.388 | 0.402
global route | 437 | 0.0704 | 0 | 0.427 | 0.428
CTS | 437 | 0.122 | 0 | 0.398 | 0.408
detailed placement | 412 | -0.0330 | -0.0330 | 0.468 | 0.256
global placement | 412 | -0.0320 | -0.0320 | 0.468 | 0.255
floorplan | 328 | 0.843 | 0 | 0.0644 | 0.241
==> cell families (layout without fill, tap and decap cells) <==
group / after synthesis / count (layout) / share of synthesized area, %
buffers and inverters: 1 / 8 / 3.43
DFF: 9 / 9 / 69.1
and+or+nand+nor: 10 / 10 / 19.8
AOI/OAI and AO/OA: 3 / 3 / 7.64
==> layer usage <==
layer / track usage (%) / routed length, um
met5: 0 / 0
met4: 0.352 / 4
met3: 1.93 / 56
met2: 2.09 / 153
met1: 3.19 / 362
Power figures rest on the tool's default switching activity, not on a simulated workload.
